==> design.v <==
`timescale 1ns / 1ps
module up_dn_counter (
 input logic clk,
 input logic reset,
 input logic up_dwbar,
 output logic [7:0] count,
);
always @(posedge clk) begin
        if (!reset) begin
          count=0;
        end else if (up_dwbar==1) begin
          count= count+1;
        end else if (up_dwbar==0) begin
          count= count-1;
        end
end
endmodule: up_dn_counter
==> run.sh <==
#!/bin/bash
# OpenROAD 26Q1-2900-gdf79404cd8, Yosys 0.63+post, stock flow scripts
make -C /OpenROAD-flow-scripts/flow DESIGN_CONFIG=/design/flow/config.mk WORK_HOME=/design/flow/orfs finish
==> config.mk <==
export PLATFORM = sky130hd
export DESIGN_NAME = up_dn_counter
export DESIGN_NICKNAME = up_dn_counter
export VERILOG_FILES = /design/flow/design.v
export SDC_FILE = /design/flow/constraint.sdc
export NUM_CORES = 4
export LEC_CHECK = 1
export CORE_AREA = 10 10 70 70
export DIE_AREA = 0 0 80 80
==> constraint.sdc <==
current_design up_dn_counter

set clk_period 2.2
set clk_io_pct 0.2

create_clock -name clk0 -period $clk_period [get_ports {clk}]

set non_clock_inputs [all_inputs -no_clocks]
set_input_delay [expr $clk_period * $clk_io_pct] -clock clk0 $non_clock_inputs
set_output_delay [expr $clk_period * $clk_io_pct] -clock clk0 [all_outputs]
==> flow_metrics.py <==
# Auto-generated metrics
metrics = {
    "outcome": {
        "status": "complete, no violations",
    },
    "routing": {
        "wirelength_met1_um": 535,
        "viasPerCell": 3.74,
        "wl_per_cell_um": 9.62,
        "route.met2.wl_um": 501,
        "drtIter0Drc": 13,
        "antenna_cells": 0,
        "route.vias.total": 453,
        "drc": 0,
        "top_layer_used": "met4",
        "met3_length_um": 118,
        "drtPass1Iterations": 2,
        "drt-total-wl_um": 1160,
        "drt.antenna.violating_nets": 0,
    },
    "placed_design": {
        "place_ws_ns": -0.104,
        "gp_congestion": 0.784,
        "dp_hpwl_um": 924,
        "port_buffers": 10,
        "dp.cells": 118,
    },
    "clock_network": {
        "clk_path_buf_depth": 2,
        "cts-resized-gates": 0,
        "cts_tree": "yes",
        "cts_hold_buf": 0,
        "htree_levels": 1,
        "insertion_delay_ns": 0.25,
        "clkSinkCount": 8,
        "path_clk_slew_ns": 0.06,
        "cts_root_buffer": "clkbuf_4",
        "postCtsSetupRepairBufs": 0,
        "cts_buffers": 3,
    },
    "power_and_ir_drop": {
        "power_density_mw_per_mm2": 996,
        "leakagePower_nw": 0.341,
        "ir_drop_mv": 0.200,
    },
    "synth": {
        "synth_cell_types": 24,
        "top_cell": "dfxtp_1",
        "yosys_area_um2": 495,
        "syn_inst": 53,
        "edf_count": 0,
        "ys.flops": 8,
        "synth_area_um2": 495,
        "yosysWarnings": 1,
        "synthTopCellsByCount": "8 x dfxtp_1, 6 x ha_1, 4 x a21o_1, 4 x a21oi_1",
        "syn_avg_cell_area_um2": 9.35,
        "area_leaders": "dfxtp_1 32%, ha_1 15%, a21o_1 6.1%, a21oi_1 4.0%, fa_1 4.0%",
        "top_cell_area_share": 0.323,
        "yosysTopAreaCell": "dfxtp_1",
        "ys_seq_frac": 0.323,
        "yosysCellCount": 53,
        "async_reset_ff_frac": 0,
        "synthFlopType": "dfxtp_1",
    },
    "grt": {
        "grt-ovfl-total": 0,
        "grt_max_degree": 12,
        "grt_use_total": 0.0393,
        "grt_pass1_wl_um": 2000,
        "antenna_found_initial": 0,
        "grt_pass1_vias": 444,
    },
    "sta": {
        "slew_headroom": 0.778,
        "post-route-period-util": 0.924,
        "clock.fmax_ghz": 0.492,
        "drv_slew": 0,
        "setup_ws_ns": 0.168,
        "period_minus_slack_ns": 2.03,
        "rsz0062_at_grt": "no",
        "fin_worst_skew_ns": 0.00552,
        "finalSetupViolations": 0,
        "fin_setup_tns_ns": 0,
        "timing.hold.ws_ns": 0.499,
        "max_slew.worst_pin.slew_ns": 0.332,
        "hold_violations": 0,
    },
    "floorplanning": {
        "chipWidth_um": 80,
        "fp_util": 0.145,
        "io_pins": 11,
        "dieArea_mm2": 0.00640,
        "chipHeight_um": 80,
        "core_area_mm2": 0.00342,
        "num_rows": 21,
    },
    "final_layout": {
        "drive_above_1_share": 0.173,
        "largest_reg_flops": 8,
        "fill_cells": 379,
        "area_growth_pct": 50.8,
        "fin_cells": 121,
    },
    "critical_path": {
        "endpoint_kind": "register",
        "cp_max_fo": 7,
        "path_class": "primary input to register",
        "cp.required_ns": 2.35,
        "start_kind": "primary input",
        "crit_arrival_ns": 2.18,
    },
    "hold_path": {
        "hold_class": "register to register",
    },
    "run": {
        "warnings": 25,
        "maxCapViolCount": 0,
    },
}
worst max-delay path: stages:
cell and delay (ns):
clkdlybuf4s50_1 0.49, inv_1 0.15, ha_1 0.36, o21ai_1 0.08, or3_1 0.37, a21oi_1 0.12
and3b_1 0.17
routing by layer:
| layer | track usage | vias to the layer above |
|---|---|---|
| met5 | 0 | - |
| li1 | - | 247 |
| met4 | 0.00176 | 0 |
| met3 | 0.0261 | 2 |
| met2 | 0.0586 | 10 |
| met1 | 0.0484 | 194 |
kinds of logic (layout without fill, tap and decap cells):
| family | after synthesis | in the layout | share of synthesized area |
|---|---|---|---|
| compound gates | 16 | 16 | 0.207 |
| xor+xnor | 3 | 3 | 0.0530 |
| fa+ha+maj | 7 | 7 | 0.192 |
| buf+inv | 4 | 26 | 0.0303 |
| flops | 8 | 8 | 0.323 |
| simple gates | 15 | 15 | 0.194 |
final cells by class:
type                    count  area, um2  share of cell area
flip-flops and latches      8        160               0.214
multi-input cells          41        320               0.429
clock buffers               3       22.5              0.0302
repair buffers             20        175               0.235
inverters                   3       11.3              0.0151
well taps                  46       57.6              0.0771
report_power, final:
part	switching (W)	total, W	internal (W)
combinational	0.000158	0.000413	0.000255
clock	0.0000499	0.000112	0.0000624
sequential	0.0000285	0.000219	0.000190
total	0.000236	0.000744	0.000507
placed cells by master, fill, tap and decap left out:
cell / instances
o211ai_1: 1
nand3_1: 3
a211oi_1: 2
fa_1: 1
xnor2_1: 1
a21o_1: 4
o21ai_1: 1
o21ai_0: 1
nand3b_1: 1
dfxtp_1: 8
a31oi_1: 2
nand4_1: 2
clkdlybuf4s50_1: 10
or3_1: 1
and3b_1: 2
clkbuf_4: 3
xor2_1: 2
buf_4: 10
a21oi_1: 4
ha_1: 6
nor2b_1: 1
and2_1: 3
o21bai_1: 1
nor4b_1: 1
nor2_1: 1
inv_1: 3
metrics by stage:
| stage | area (um2) | utilization | total power, W |
|---|---|---|---|
| 2_1_floorplan | 495 | - | 0.000426 |
| 5_1_grt | 747 | 0.219 | 0.000820 |
| 3_3_place_gp | 724 | 0.212 | 0.000634 |
| 6_report | 747 | 0.219 | 0.000744 |
| 3_5_place_dp | 724 | 0.212 | 0.000636 |
| 4_1_cts | 747 | 0.219 | 0.000758 |
path summary, 6_finish.rpt:
| kind | from | end | slack [ns] | cells after the start |
|---|---|---|---|---|
| max | up_dwbar | count[7] | 0.17 | 7 |
| min | count[0] | count[0] | 0.50 | 1 |
| min reg2reg | count[0] | count[0] | 0.50 | 1 |
| max reg2reg | count[1] | count[7] | 0.69 | 5 |
Power is estimated from default activity; no workload was simulated.
