===== flow/config.mk =====
export PLATFORM = sky130hd
export DESIGN_NAME = fifo
export DESIGN_NICKNAME = fifo
export VERILOG_FILES = /design/flow/design.v
export SDC_FILE = /design/flow/constraint.sdc
export NUM_CORES = 4
export LEC_CHECK = 1
export CORE_UTILIZATION = 40

===== flow/constraint.sdc =====
current_design fifo

set clk_period 4.0
set clk_io_pct 0.2

create_clock -name clk0 -period $clk_period [get_ports {clk}]

set non_clock_inputs [all_inputs -no_clocks]
set_input_delay [expr $clk_period * $clk_io_pct] -clock clk0 $non_clock_inputs
set_output_delay [expr $clk_period * $clk_io_pct] -clock clk0 [all_outputs]

===== flow/design.v =====
module fifo (fifo_data_out,fifo_full,fifo_empty,fifo_write,fifo_read,clk,rst_,
             fifo_data_in);
parameter fifo_depth=8;
parameter fifo_width=8;
output logic [(fifo_width-1):0] fifo_data_out;
output logic fifo_full, fifo_empty;
input  logic fifo_write, fifo_read, clk, rst_;
input  logic [(fifo_width-1):0] fifo_data_in;
logic [(fifo_width-1):0] fifomem [0:(fifo_depth-1)];
logic [3:0] wr_ptr, rd_ptr;
logic [3:0] cnt;                         
always @(posedge clk or negedge rst_)
  if (!rst_) begin
    rd_ptr  <= 0;                          
    wr_ptr  <= 0;
    cnt   <= 0;
    fifo_empty <= 1;
    fifo_full  <= 0;
  end
  else begin
    case ({fifo_write, fifo_read})
      2'b00: ;      
      2'b01: begin  
               if (cnt>0) begin          
                 rd_ptr <= rd_ptr + 1;       
                 cnt  <= cnt  - 1;       
               end                       
               if (cnt==1) fifo_empty <= 1;   
               fifo_full <= 0;
             end
      2'b10: begin  
               if (cnt< fifo_depth) begin        
                 fifomem[wr_ptr] <= fifo_data_in;
                 wr_ptr <= wr_ptr + 1;
                 cnt  <= cnt  + 1;
               end
               if (cnt>=(fifo_depth-1)) fifo_full <= 1;   
               fifo_empty <= 0;
             end
      2'b11:  
               if (cnt>(fifo_depth-1)) begin
                 rd_ptr  <= rd_ptr + 1;
                 cnt   <= cnt  - 1;
               end
               else if (cnt<1) begin
                 fifomem[wr_ptr] <= fifo_data_in;
                 wr_ptr  <= wr_ptr + 1;
                 cnt   <= cnt  + 1;
               end
               else begin
                 fifomem[wr_ptr] <= fifo_data_in;
                 wr_ptr  <= wr_ptr + 1;
                 rd_ptr  <= rd_ptr + 1;
               end
    endcase
  end
assign fifo_data_out = fifomem[rd_ptr];
endmodule

===== flow/run.sh =====
#!/bin/bash
# OpenROAD 26Q1-2900-gdf79404cd8, Yosys 0.63+post, stock flow scripts
make -C /OpenROAD-flow-scripts/flow DESIGN_CONFIG=/design/flow/config.mk WORK_HOME=/design/flow/orfs finish

==> flow_metrics.py <==
# Physical implementation metrics
metrics = {
    "floorplan": {
        "fp_util_pct": 41.92,
        "row_count": 32,
        "die_y_um": 92.46,
        "core_um2": 7807,
        "die_area_um2": 8549,
        "die_w_um": 92.46,
        "io-pin-count": 22,
    },
    "placed_design": {
        "port_buffers": 21,
        "dp_hpwl_um": 3725,
        "dpl_cell_area_um2": 3585,
        "gp_congestion": 0.7798,
    },
    "global_routing": {
        "grt_remaining_overflow": 0,
        "grt_pass1_wl_um": 9535,
        "first_global_vias": 1780,
        "antenna_found_initial": 0,
        "gr-usage-all-layers_pct": 15.92,
        "grt_max_degree": 22,
    },
    "worst_hold_path": {
        "hold_class": "reg2reg",
        "whs_endpoint": "fifo_empty$_DFFE_PN1P_",
        "hold_depth": 2,
        "hold_path_startpoint": "fifo_empty$_DFFE_PN1P_",
    },
    "job": {
        "drv_cap": 0,
        "warning_count": 36,
    },
    "final_layout": {
        "nFillCells": 671,
        "drive_above_1_share_pct": 13.20,
        "syn_to_final_growth_pct": 14.68,
        "fin_area_um2": 3754,
    },
    "route": {
        "wl_met1_um": 2633,
        "drt_drc_violations_left": 0,
        "diodes": 0,
        "drt-vias-per-instance": 5.276,
        "vias": 1857,
        "ant_nets": 0,
        "wl_met3_um": 534,
        "topRoutingLayerUsed": "met4",
        "route.met2.wl_um": 2735,
        "finalWirelength_um": 6010,
        "first_pass_iters": 4,
        "first_iter_violations": 103,
        "wl_per_cell_um": 17.07,
    },
    "clock_tree": {
        "cts_made_buffers": 9,
        "clk_latency_ns": 0.34,
        "cts_root_buf": "clkbuf_8",
        "htree_levels": 3,
        "cts.sinks": 76,
        "cts_tree": "built",
        "ctsResizeCount": 0,
        "clk_path_buf_depth": 2,
        "postCtsSetupBuffers": 0,
        "clk_pin_slew_worst_paths_ns": 0.07,
        "hold_buffers": 0,
    },
    "setup_path": {
        "r2r_start": "cnt[3]$_DFFE_PN0P_",
        "cp-start-kind": "register",
        "cp_max_fo": 21,
        "r2r_cells": 4,
        "endpoint_kind": "output pin",
        "cp.arrival_ns": 2.75,
        "required_ns": 3.20,
        "critPathKind": "reg2out",
        "r2r_end": "fifomem[5][1]$_DFFE_PP_",
        "r2r_slack_ns": 2.14,
    },
    "yosys": {
        "synth.avg_cell_area_um2": 14.95,
        "yosys_warnings": 2,
        "ys_seq_share_pct": 67.93,
        "ys_cells": 219,
        "async_flop_share_pct": 15.79,
        "synth-edff-count": 64,
        "ys_area_um2": 3273,
        "netlist_instances": 219,
        "ff_type": "edfxtp_1",
        "ys.flops": 76,
        "synthDistinctLibCells": 39,
        "synth_area_um2": 3273,
    },
    "sta": {
        "setup_violations": 0,
        "rsz0062_at_grt": "no",
        "finalSetupTns_ns": 0,
        "slew_violations": 0,
        "finalClockPeriodUsage_pct": 88.73,
        "period_needed_ns": 3.549,
        "skew_ns": 0.009783,
        "max_slew_margin_pct": 47.72,
        "tightest_slew_ns": 0.7841,
        "max_freq_ghz": 0.2817,
        "hold_viol_final": 0,
    },
    "pwr": {
        "p_per_area_nw_per_um2": 641.6,
        "ir_drop_v": 0.0003045,
        "p_leak_nw": 1.349,
    },
    "status": {
        "status": "complete, no violations",
    },
}
report_power, final:
part / internal [mW] / switching, mW
sequential: 0.960 / 0.112
combinational: 0.458 / 0.384
clock: 0.224 / 0.270
total: 1.64 / 0.766
final cells by class:
type,count,area (µm²),share of cell area [%]
inverters,10,37.54,1.000
repair buffers,25,240.2,6.400
clock inverters,6,41.29,1.100
clock buffers,10,127.6,3.400
well taps,102,127.6,3.400
flip-flops and latches,76,2223,59.23
multi-input cells,123,955.9,25.47
cells in the final DEF, fill, tap and decap left out, types with 2 or more instances in the layout:
master           instances
edfxtp_1                64
clkdlybuf4s50_1         21
ha_1                    16
nand2_1                 14
nor2_1                  11
dfrtp_1                 11
inv_1                   10
clkbuf_8                 9
a221oi_1                 8
mux2_2                   8
o21ai_0                  8
a31oi_1                  7
a21oi_1                  6
and3_1                   6
a22o_1                   5
a222oi_1                 4
buf_4                    4
mux2_1                   3
nor2b_1                  3
mux2i_1                  3
xnor2_1                  3
clkinvlp_4               3
nand3_1                  2
xor2_1                   2
clkinv_2                 2
state kept, by name, indices dropped and copies added, names as in the netlist:
signal      flops
fifomem        64
wr_ptr          3
cnt             4
fifo_empty      1
fifo_full       1
rd_ptr          3
metal layers:
metal	up-vias	track usage, %
met1	886	25.68
met5	-	0
met3	11	6.433
met2	74	22.47
li1	886	-
met4	0	2.734
cell usage after synthesis, drive strengths merged, types with 2 or more instances:
master | count | share of area (%)
nor2 | 11 | 1.3
xor2 | 2 | 0.54
inv | 10 | 1.1
nand3 | 2 | 0.31
a21oi | 6 | 0.92
mux2i | 3 | 0.92
buf | 6 | 1.3
mux2 | 12 | 4.2
nor2b | 3 | 0.57
and3 | 7 | 1.5
a31oi | 7 | 1.3
a221oi | 8 | 2.1
dfrtp | 11 | 8.4
ha | 16 | 6.1
nand2 | 14 | 1.6
o21ai | 8 | 1.2
a222oi | 4 | 1.2
xnor2 | 3 | 0.80
edfxtp | 64 | 59
clkbuf | 4 | 0.46
nand2b | 2 | 0.61
a22o | 5 | 1.3
worst max-delay path by stage:
stage	start	end	slack [ns]	cells past startpoint
4_1_cts	rd_ptr[1]$_DFFE_PN0P_	fifo_data_out[2]	0.41	6
5_1_grt	rd_ptr[1]$_DFFE_PN0P_	fifo_data_out[2]	0.25	6
6_report	rd_ptr[2]$_DFFE_PN0P_	fifo_data_out[1]	0.45	6
metrics by stage:
| step | power (mW) | util, % | worst slack [ns] | hold slack [ns] | cells |
|---|---|---|---|---|---|
| 4_1_cts | 2.435 | 48.08 | 0.4143 | 0.5103 | 352 |
| 3_5_place_dp | 1.936 | 45.91 | 0.8008 | 0.4941 | 336 |
| 3_3_place_gp | 1.931 | 45.91 | 0.8217 | 0.4926 | 336 |
| 6_report | 2.408 | 48.08 | 0.4507 | 0.5014 | 352 |
| 5_1_grt | 2.574 | 48.08 | 0.2537 | 0.5523 | 352 |
| 2_1_floorplan | 1.604 | - | 1.657 | 0.4646 | 219 |
cell families after synthesis:
family	share of synthesized area, %
and+or+nand+nor	6.920
AOI/OAI and AO/OA	9.671
adders and majority gates	6.116
DFF	67.93
buffers and inverters	2.867
xor gates and xnor gates	1.338
muxes	5.160
critical path, cell delays in order, from the launching register on:
cell             delay [ns]
dfrtp_1                0.86
inv_1                  0.15
ha_1                   0.37
a22o_1                 0.25
a221oi_1               0.21
a31oi_1                0.14
clkdlybuf4s50_1        0.44
Power figures rest on the tool's default switching activity, not on a simulated workload.
